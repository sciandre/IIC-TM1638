$ cat design.v
(* keep_hierarchy = "yes" *) 
module i2c_ctrl         
   (            
    input wire i2c_clk,  
    input wire rst,     	
	input wire i2c_start,  
	input wire [6:0] slave_addr ,  
    input wire cmd_byte,  
	input wire [15:0] i2c_cmd,  
	input wire [5:0] wait_time,  
    input wire [2:0] data_byte,  
	input wire [1:0] num,  
	output reg i2c_ready,  
    output reg scl,   
    inout wire sda,   
	input wire [2:0] mod,  
	output reg [15:0] bin,  
	output reg [1:0] flag 
     );
localparam IDLE = 12'd1; 	
localparam START_1 = 12'd2; 	
localparam ADDR_W = 12'd4;  
localparam CMD_H = 12'd8; 		
localparam CMD_L = 12'd16;	
localparam STOP_1 = 12'd32; 
localparam WAIT = 12'd64;  
localparam START_2 = 12'd128;  
localparam ADDR_R = 12'd256;  
localparam DATA_R = 12'd512;  
localparam STOP_2 = 12'd1024; 
reg sda_dir; 
reg sda_out; 
wire sda_in; 
reg [11:0] state; 
reg [11:0] next_state; 
reg [6:0] slave_addr_reg;             
reg [15:0] i2c_cmd_reg;            
reg [2:0] data_byte_reg;                       
reg [7:0] wait_time_reg;                      
reg cmd_byte_reg;
reg [1:0] num_reg;     
reg [7:0] data_reg;      
reg [1:0] i2c_cnt;  
reg [4:0] bit_cnt;  
reg [2:0] byte_cnt;  
reg [15:0] wait_cnt;  
reg [7:0] all_memory [31:0];   
reg [15:0] memory [3:0];   
wire [15:0] tem_bin ;
wire [15:0] hum_bin ;
wire [15:0] illum_bin;
wire [15:0] memory_ila_0;
wire [15:0] memory_ila_1;
wire [15:0] memory_ila_2;
assign memory_ila_0 = memory[0];
assign memory_ila_1 = memory[1];
assign memory_ila_2 = memory[2];
assign sda = sda_dir ? sda_out : 1'bz;  
assign sda_in = sda;  
always @(posedge i2c_clk or negedge rst)begin
	if(!rst)
		scl <= 1'b1;
	else if( (state == IDLE  ) ||
			 (state == WAIT  ) )
		scl <= 1'b1;
	else if(state == STOP_1 || state ==STOP_2)
	begin
		if(i2c_cnt==2'd2)
			scl <= 1'b1;
	end 
	else if(state == START_1)
			scl <= 1'b0;
	else 
	begin	
		if(i2c_cnt == 2'd2)
			scl <= 1'b1;
		else if(i2c_cnt == 2'd0)
			scl <= 1'b0;
	end
end
always @(posedge i2c_clk or negedge rst) begin
    if(!rst)
        i2c_cnt <= 2'd0;
    else if(state==IDLE)
        i2c_cnt <= 2'd0;
	else
		i2c_cnt <= i2c_cnt + 2'd1;
end
always @(posedge i2c_clk or negedge rst)begin
	if(!rst)
		bit_cnt <= 4'd0;
	else if((state==ADDR_W) ||
			(state==CMD_H)  || 
			(state==CMD_L)  ||
			(state==ADDR_R) ||
			(state==DATA_R ) )begin
		if( (bit_cnt < 4'd8) && (i2c_cnt == 2'd0) )
			bit_cnt <= bit_cnt + 4'd1;
		if( (bit_cnt == 4'd8) && (i2c_cnt == 2'd0) )
			bit_cnt <= 4'd0;
	end else
		bit_cnt <= 4'd0;
end	
always @(posedge i2c_clk or negedge rst)begin
	if(!rst)
		byte_cnt <= 3'd0;
	else if(state == DATA_R)begin
		if( (bit_cnt == 4'd7) && (i2c_cnt == 2'd0) )
			byte_cnt <= byte_cnt + 3'd1;
	end else 
		byte_cnt <= 3'd0;
end
always @(posedge i2c_clk or negedge rst)begin
	if(!rst)
		wait_cnt <= 16'd0;
	else if(state == WAIT)begin
		if( i2c_cnt == 2'd3 )begin
			if(wait_cnt < 16'd100*wait_time_reg)  
				wait_cnt <= wait_cnt + 16'd1;
			else
				wait_cnt <= 16'd0;
		end
	end 
	else
		wait_cnt <= 16'd0;
end
always @(posedge i2c_clk or negedge rst) begin
    if(!rst)
        state <= IDLE;
    else
        state <= next_state;
end
always @(*) begin
	if(!rst)
		next_state = IDLE;
    else case(state)
        IDLE: begin                          
           if(i2c_start) begin
               next_state = START_1;
           end else
               next_state = IDLE;
        end
		START_1:                               
               next_state = ADDR_W;
        ADDR_W: begin
            if( (sda_in==1'd0)&&(sda_dir==1'd0)&& (i2c_cnt==2'd0) ) begin
				if(cmd_byte_reg)
					next_state = CMD_H;
				else
					next_state = CMD_L;
            end else
                next_state = ADDR_W;
        end
        CMD_H: begin                        
            if( (sda_in==1'd0)&&(sda_dir==1'd0)&& (i2c_cnt==2'd0) )
                next_state = CMD_L;
            else begin
                next_state = CMD_H;
            end
        end
        CMD_L: begin                         
            if( (sda_in==1'd0)&&(sda_dir==1'd0)&& (i2c_cnt==2'd0) )
				next_state = STOP_1;		
            else 
                next_state = CMD_L;
        end
        STOP_1: begin                       
			if(i2c_cnt==2'd0)
				next_state = WAIT;
			else
				next_state = STOP_1;
		end
        WAIT: begin                       
            if((wait_cnt == 16'd100*wait_time_reg) && (i2c_cnt == 2'd3))  
                next_state = START_2;
            else
                next_state = WAIT;
        end
        START_2:                      
                next_state = ADDR_R;
        ADDR_R: begin                          
            if( (sda_in==1'd0)&&(sda_dir==1'd0)&& (i2c_cnt==2'd0) )
                next_state = DATA_R;
			else if( (sda_in==1'd1)&&(sda_dir==1'd0)&& (i2c_cnt==2'd0) )
				next_state = STOP_1;
            else
                next_state = ADDR_R ;
        end
		DATA_R: begin                          
            if((i2c_cnt==2'd0) && (byte_cnt==data_byte_reg))
                next_state = STOP_2;
            else
                next_state = DATA_R ;
        end
		STOP_2: begin                          
            if(i2c_cnt == 2'd0)
                next_state = IDLE;
            else
                next_state = STOP_2 ;
        end
        default: begin
			next_state = IDLE;
		end
    endcase 
end
always @(posedge i2c_clk or negedge rst) begin
    if(!rst) begin
        sda_out <= 1'b1;
        sda_dir <= 1'b1;       
        i2c_ready <= 1'b1;	
		data_reg <= 8'd0;		
		slave_addr_reg <= 7'd0;
		cmd_byte_reg <= 1'b1;                                                                                                                              
        i2c_cmd_reg <= 16'd0;                          
        wait_time_reg <= 6'b0; 
		data_byte_reg <= 3'd0;
		num_reg <= 2'd0;
    end                                              
    else begin                                                              
        case(state)                              
             IDLE: begin                                                                            
                if(i2c_start) begin                   
					data_byte_reg  <= data_byte;
                    i2c_cmd_reg <= i2c_cmd;       
					slave_addr_reg <= slave_addr;
					cmd_byte_reg <= cmd_byte;
                    wait_time_reg <= wait_time;   
					num_reg <= num;
					i2c_ready <= 1'd0;
					sda_out <= 1'b0;
				end else begin
					sda_out <= 1'b1;
					sda_dir <= 1'b1;
					i2c_ready <= 1'b1;
					data_reg <= 8'd0;	
					slave_addr_reg <= 7'd0;
					cmd_byte_reg <= 1'b1;
					i2c_cmd_reg <= 16'd0;
					wait_time_reg <= 6'b0;
					data_byte_reg <= 3'd0;
					num_reg <= 2'd0;
                end                                  
            end 
			START_1:;
            ADDR_W: begin
				if( (i2c_cnt == 2'd1) && (bit_cnt < 7) )
					sda_out <= slave_addr_reg[6 - bit_cnt];
                else if( (i2c_cnt == 2'd1) && (bit_cnt == 4'd7) )
					sda_out <= 1'd0;
				else if( (i2c_cnt == 2'd1) && (bit_cnt == 4'd8) )
					sda_dir <= 1'd0; 
				else if( (sda_dir==1'd0)&& (i2c_cnt==2'd0) ) 
					sda_dir <= 1'd1;				
            end 
            CMD_H: begin                         
				if( (i2c_cnt == 2'd1) && (bit_cnt < 8) )   
					sda_out <= i2c_cmd_reg[15 - bit_cnt];
				else if( (i2c_cnt == 2'd1) && (bit_cnt == 4'd8) )
					sda_dir <= 1'd0;
				else if( (sda_dir==1'd0)&& (i2c_cnt==2'd0) ) 
					sda_dir <= 1'd1;
            end                                      
            CMD_L: begin                          
                if( (i2c_cnt == 2'd1) && (bit_cnt < 8) )   
					sda_out <= i2c_cmd_reg[7 - bit_cnt];
				else if( (i2c_cnt == 2'd1) && (bit_cnt == 4'd8) )begin
					sda_dir <= 1'd0;
					sda_out <= 1'b0;
				end
				else if( (sda_dir==1'd0)&& (i2c_cnt==2'd0) ) 
					sda_dir <= 1'd1;                           
            end                                      
            STOP_1: begin  
				sda_dir <= 1'd1;
				if( i2c_cnt==2'd3 )
					sda_out <= 1'd1;                              
            end                                     
            WAIT:begin
				if((wait_cnt == 16'd100*wait_time_reg) && (i2c_cnt == 2'd3))  
					sda_out <= 1'd0;
			end
            START_2: ;
            ADDR_R: begin
				if( (i2c_cnt == 2'd1) && (bit_cnt < 7) )
					sda_out <= slave_addr_reg[6 - bit_cnt];
                else if( (i2c_cnt == 2'd1) && (bit_cnt == 4'd7) )
					sda_out <= 1'd1;
				else if( (i2c_cnt == 2'd1) && (bit_cnt == 4'd8) )
				begin
					sda_dir <= 1'd0; 	
					if(sda_in)
						sda_out <= 1'b0;
				end
            end
			DATA_R: begin
				if( byte_cnt<data_byte_reg )begin
					if((i2c_cnt == 2'd3)&&(bit_cnt<4'd8))
						data_reg[7 - bit_cnt] <= sda_in;	
					else if((i2c_cnt == 2'd1)&&(bit_cnt == 4'd8))begin
						sda_dir <= 1'd1;
						sda_out <= 1'd0;
					end else if((i2c_cnt == 2'd1)&&(bit_cnt == 4'd0))
						sda_dir <= 1'd0;
				end else begin
					sda_dir <= 1'd1;
					sda_out <= 1'd1;
				end
            end
			STOP_2: begin 
				if(i2c_cnt == 2'd1)
					sda_out <= 1'd0;
				else if(i2c_cnt==2'd3)
					sda_out <= 1'd1;
				else if(i2c_cnt == 2'd0)
					i2c_ready <= 1'd1;
            end
        endcase
    end
end
always @(posedge i2c_clk or negedge rst)begin:all_memory_initial
    integer i;
    integer j;
	if(!rst)begin
	    for( i = 0; i <= 31; i = i + 1 )
        begin
            all_memory[i] <= 8'd0;
        end
	end
	else if((state == DATA_R)&&(sda_dir == 1'd1)&&(i2c_cnt == 2'd2))begin
		case(num_reg)
			2'b00:begin
				all_memory[byte_cnt - 1] <= data_reg;
			end
			2'b01:begin
				all_memory[6 + byte_cnt - 1] <= data_reg;
			end
			default:begin
			     for( j = 0; j <= 31; j = j + 1 )
                begin
                    all_memory[j] <= 8'd0;
                end
			end
		endcase
	end
end
always @(posedge i2c_clk or negedge rst)begin:memory_initial
    integer i;
	if(!rst)begin
	    for( i = 0; i <= 2; i = i + 1 )
        begin
            memory[i] <= 16'd0;
        end
    end
	else begin
		memory[0] <= {all_memory[0],all_memory[1]};
		memory[1] <= {all_memory[3],all_memory[4]};
		memory[2] <= {all_memory[6],all_memory[7]};
	end
end
always @(posedge i2c_clk or negedge rst)begin
	if(!rst)
		flag <= 2'b01;
	else if(mod == 3'b001)
		flag <= 2'b01;
	else if(mod == 3'b010)
		flag <= 2'b10;
	else if(mod == 3'b100)
		flag <= 2'b11;
	else
		flag <= flag;	
end
always @(posedge i2c_clk or negedge rst)begin
	if(!rst)
		bin <= 16'd0;
	else if(flag == 2'b01)
		bin <= tem_bin;
	else if(flag == 2'b10)
		bin <= hum_bin;
	else if(flag == 2'b11)
		bin <= illum_bin;
	else
		bin <= 16'd0;	
end
endmodule
$ cat run.sh
#!/bin/bash
# OpenROAD 26Q1-2900-gdf79404cd8, Yosys 0.63+post, stock flow scripts
make -C /OpenROAD-flow-scripts/flow DESIGN_CONFIG=/design/flow/config.mk WORK_HOME=/design/flow/orfs finish
$ cat config.mk
export PLATFORM = sky130hd
export DESIGN_NAME = i2c_ctrl
export DESIGN_NICKNAME = i2c_ctrl
export VERILOG_FILES = /design/flow/design.v
export SDC_FILE = /design/flow/constraint.sdc
export NUM_CORES = 4
export LEC_CHECK = 1
export CORE_UTILIZATION = 50
$ cat constraint.sdc
current_design i2c_ctrl

set clk_period 8.0
set clk_io_pct 0.2

create_clock -name clk0 -period $clk_period [get_ports {i2c_clk}]

set non_clock_inputs [all_inputs -no_clocks]
set_input_delay [expr $clk_period * $clk_io_pct] -clock clk0 $non_clock_inputs
set_output_delay [expr $clk_period * $clk_io_pct] -clock clk0 [all_outputs]
==> run summary <==
run results: Num CTS Buffers=9, ys cells=454, FP Core Util=52.2%, Resized cells post-CTS=0, Seq cells post-synth=76, port buffer count=42, Post-synth ARST share=100%, Die X=97.9 um, Exit stage=clock tree synthesis (4_1_cts), tool error=[error] [KeplerFormal.cpp:679] Workflow failed: Iso has multiple drivers: .sda0, sda$_DFFE_PN1P_.Q0, area reported by Yosys stat=0.00459 mm2, Yosys cell types=57, postcts setup bufs=0, EDFF count, synth=0, number of clock sinks=76, top_reg_cell synth=dfrtp_1, Ys Warns=52, clock buffer depth=2, Seq share, synth=41.6%, chip height=97.9 um, # hold bufs at CTS=0, GPL Wtd Cong=0.899, Placed Cells=589, Post-Synthesis Cell Area=0.00459 mm2, Root Buffer Master=clkbuf_8, cell count after synthesis=454, H-Tree Depth=3, Row Count=34, io pins=62, status=stopped before the end, Avg Cell Area, Syn=10.1 um2, hpwl dp=6.62 mm
-- cells in the mapped netlist, types with 2 or more instances --
cell | count | area, um2
a21boi_0 | 2 | 15.0
nor3_1 | 3 | 15.0
nor4_1 | 3 | 18.8
xnor2_1 | 9 | 78.8
mux4_1 | 4 | 105
o21bai_1 | 3 | 22.5
nor2_1 | 33 | 124
and3_1 | 3 | 18.8
dfrtp_1 | 69 | 1730
buf_6 | 2 | 22.5
nand4_1 | 10 | 62.6
xor2_1 | 15 | 131
a21oi_1 | 22 | 110
nor2b_1 | 8 | 50.1
and2_1 | 6 | 37.5
nand2b_1 | 3 | 18.8
mux2i_1 | 4 | 40.0
clkbuf_1 | 14 | 52.6
inv_1 | 29 | 109
nor4b_1 | 2 | 17.5
mux2_2 | 2 | 22.5
a21o_1 | 5 | 37.5
buf_4 | 16 | 120
dfstp_2 | 7 | 184
and4_1 | 2 | 17.5
o32a_1 | 2 | 20.0
o211ai_1 | 3 | 22.5
nand2_1 | 38 | 143
ha_1 | 49 | 613
o21ai_0 | 15 | 75.1
a22o_1 | 27 | 236
or2_2 | 2 | 12.5
o22ai_1 | 4 | 25.0
a211oi_1 | 2 | 15.0
or4_1 | 2 | 15.0
nand3_1 | 13 | 65.1
-- stage by stage --
step	cell area (um2)	utilization (%)	worst slack [ns]	power (W)	hold WS, ns
after global placement	5030	57.1	3.47	0.000611	0.481
after floorplan	4650	-	3.97	0.000556	0.460
after detailed placement	5030	57.1	3.44	0.000612	0.490
-- logic make-up after synthesis --
kind of cell	after synthesis	synth area share, %
flip-flops	76	41.6
adder cells (fa/ha/maj)	50	13.8
multiplexers	11	4.14
XOR/XNOR	24	4.58
buffers and inverters	63	6.84
AND/OR/NAND/NOR	131	14.0
AND-OR/OR-AND	98	15.0
other	1	0.0816
Power and IR drop assume default switching activity.
