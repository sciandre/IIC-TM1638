==> flow/design.v <==
module TM1638_driver(
	input wire clk_400KHz,
	input wire clk,
	input wire rst,
	input wire [15:0] bin,
	input wire [1:0] flag,
	inout wire DIO,
	output reg  STB,
	output wire [2:0] mod
);
wire [15:0] BCD;
wire [31:0] LED;
reg [31:0] LED_reg;
wire [7:0] flag_LED_wire;
reg [7:0] flag_LED_reg;
reg [8:0] state;
reg [5:0] cnt_bit;
reg [31:0] key_data;
reg dio_dir;
wire dio_in;
reg dio_out;
parameter IDLE = 9'b000000001;
parameter CMD_KEY = 9'b000000010;       
parameter CMD_TUBE = 9'b000000100;       
parameter C0H_DATA = 9'b000001000; 
parameter C8H_DATA = 9'b000010000;
parameter CAH_DATA = 9'b000100000;
parameter CCH_DATA = 9'b001000000;
parameter CEH_DATA = 9'b010000000;
parameter CMD_SHOW = 9'b100000000;       
parameter READ_KEY_MODE  = 8'b0100_0010;     
parameter FIXED_ADD_MODE = 8'b0100_0100;     
parameter DISPLAY_MODE = 8'b1000_1000;     
parameter C0H_ADDR = 8'b1100_0000;
parameter C8H_ADDR = 8'b1100_1000;
parameter CAH_ADDR = 8'b1100_1010;
parameter CCH_ADDR = 8'b1100_1100;
parameter CEH_ADDR = 8'b1100_1110;
assign DIO = dio_dir? dio_out : 1'bz;
assign dio_in = DIO; 
always @(posedge clk_400KHz or negedge rst)begin
	if(!rst)
		cnt_bit <= 6'd0;
	else  if(state == IDLE)
		cnt_bit <= 6'd0;
	else if(state == CMD_KEY)
	begin
		if(cnt_bit == 6'd40)
			cnt_bit <= 6'd0;
		else
			cnt_bit <= cnt_bit + 6'd1;
	end
	else if((state == CMD_TUBE)||(state == CMD_SHOW))
	begin
		if(cnt_bit == 6'd8)
			cnt_bit <= 6'd0;
		else
			cnt_bit <= cnt_bit + 6'd1;
	end
	else if( (state == C0H_DATA)||(state == C8H_DATA)||(state == CAH_DATA)||
			 (state == CCH_DATA)||(state == CEH_DATA) )
	begin
		if(cnt_bit == 6'd16)
			cnt_bit <= 6'd0;
		else
			cnt_bit <= cnt_bit + 6'd1;
	end
	else
		cnt_bit <= 6'd0;
end
always @(posedge clk_400KHz or negedge rst)begin
	if(!rst)
		state <= IDLE;
	else
	case(state)
		IDLE:begin
			state <= CMD_KEY;
		end
		CMD_KEY:begin
			if(cnt_bit == 6'd40)
				state <= CMD_TUBE;
			else
				state <= state;
		end
		CMD_TUBE:begin 
			if(cnt_bit == 6'd8)
				state <= C0H_DATA;
			else
				state <= state;		
		end
		C0H_DATA:begin 
			if(cnt_bit == 6'd16)
				state <= CEH_DATA;
			else
				state <= state;	
		end
		CEH_DATA:begin 
			if(cnt_bit == 6'd16)
				state <= CCH_DATA;
			else
				state <= state;
		end
        CCH_DATA:begin 
			if(cnt_bit == 6'd16)
				state <= CAH_DATA;
			else
				state <= state;
		end
        CAH_DATA:begin 
			if(cnt_bit == 6'd16)
				state <= C8H_DATA;
			else
				state <= state;
	end
		C8H_DATA:begin 
			if(cnt_bit == 6'd16)
				state <= CMD_SHOW;
			else
				state <= state;
		end
        CMD_SHOW:begin 
			if(cnt_bit == 6'd8)
				state <= IDLE;
			else
				state <= state;		
		end
		default: state <= IDLE;
	endcase
end
always @(negedge clk_400KHz or negedge rst)begin
	if(!rst)
	begin
		STB <= 1'b1;
		dio_dir <= 1'b1;
		dio_out <= 1'b1;
		LED_reg <= 32'b00111111_00111111_00111111_00111111;
		key_data <= 32'd0;
	end
	else
	case(state)
		IDLE:begin
			STB <= 1'b1;
			dio_out <= 1'b1;
			LED_reg <= LED;
			flag_LED_reg <= flag_LED_wire;
		end
		CMD_KEY:begin 
			if(cnt_bit == 6'd40)
			begin
				STB <= 1'b1;
				dio_out <= 1'b1;
			end
			else
			begin
				STB <= 1'b0;
				if(cnt_bit < 6'd8)
					dio_out <= READ_KEY_MODE[cnt_bit];
				else
				begin
					dio_dir <= 1'b0;
					key_data[cnt_bit - 6'd9] <= dio_in;
				end
			end
		end
		CMD_TUBE:begin 
			if(cnt_bit == 6'd8)
			begin
				STB <= 1'b1;
				dio_out <= 1'b1;
			end
			else
			begin
				dio_dir <= 1'b1;
				STB <= 1'b0;
			    dio_out <= FIXED_ADD_MODE[cnt_bit];
			end
		end
		C0H_DATA:begin 
			if(cnt_bit == 6'd16)
			begin
				STB <= 1'b1;
				dio_out <= 1'b1;
			end
			else 
			begin
				STB <= 1'b0;
				if(cnt_bit < 6'd8)
					dio_out <= C0H_ADDR[cnt_bit];
				else
					dio_out <= flag_LED_reg[cnt_bit - 6'd8];   
			end	
		end
		CEH_DATA:begin 
			if(cnt_bit == 6'd16)
			begin
				STB <= 1'b1;
				dio_out <= 1'b1;
			end
			else 
			begin
				STB <= 1'b0;
				if(cnt_bit < 6'd8)
					dio_out <= CEH_ADDR[cnt_bit];
				else
					dio_out <= LED_reg[cnt_bit - 6'd8];   
			end	
		end
		CCH_DATA:begin 
			if(cnt_bit == 6'd16)
			begin
				STB <= 1'b1;
				dio_out <= 1'b1;
			end
			else 
			begin
				STB <= 1'b0;
				if(cnt_bit < 6'd8)
					dio_out <= CCH_ADDR[cnt_bit];
				else
					dio_out <= LED_reg[cnt_bit];   
			end	
		end
        CAH_DATA:begin 
			if(cnt_bit == 6'd16)
			begin
				STB <= 1'b1;
				dio_out <= 1'b1;
			end
			else 
			begin
				STB <= 1'b0;
				if(cnt_bit < 6'd8)
					dio_out <= CAH_ADDR[cnt_bit];
				else
					dio_out <= LED_reg[cnt_bit + 6'd8];   
			end
		end
        C8H_DATA:begin 
			if(cnt_bit == 6'd16)
			begin
				STB <= 1'b1;
				dio_out <= 1'b1;
			end
			else 
			begin
				STB <= 1'b0;
				if(cnt_bit < 6'd8)
					dio_out <= C8H_ADDR[cnt_bit];
				else
					dio_out <= LED_reg[cnt_bit + 6'd16];   
			end
		end
        CMD_SHOW:begin 
			if(cnt_bit == 6'd8)
			begin
				STB <= 1'b1;
				dio_out <= 1'b1;
			end
			else
			begin
				STB <= 1'b0;
			    dio_out <= DISPLAY_MODE[cnt_bit];
			end	
		end
		default: 
			begin
				STB     <= 1'b1;
				dio_out     <= 1'b1;
			end
		endcase
end
assign mod[0] = (key_data[7:0])? 1'b1: 1'b0;
assign mod[1] = (key_data[15:8])? 1'b1: 1'b0;
assign mod[2] = (key_data[23:16])? 1'b1: 1'b0;
endmodule
==> flow/run.sh <==
#!/bin/bash
# OpenROAD 26Q1-2900-gdf79404cd8, Yosys 0.63+post, stock flow scripts
make -C /OpenROAD-flow-scripts/flow DESIGN_CONFIG=/design/flow/config.mk WORK_HOME=/design/flow/orfs finish
==> flow/config.mk <==
export PLATFORM = sky130hd
export DESIGN_NAME = TM1638_driver
export DESIGN_NICKNAME = TM1638_driver
export VERILOG_FILES = /design/flow/design.v
export SDC_FILE = /design/flow/constraint.sdc
export NUM_CORES = 4
export LEC_CHECK = 1
export CORE_UTILIZATION = 40
==> flow/constraint.sdc <==
current_design TM1638_driver

set clk_period 3.0
set clk_io_pct 0.2

create_clock -name clk0 -period $clk_period [get_ports {clk_400KHz}]

set non_clock_inputs [all_inputs -no_clocks]
set_input_delay [expr $clk_period * $clk_io_pct] -clock clk0 $non_clock_inputs
set_output_delay [expr $clk_period * $clk_io_pct] -clock clk0 [all_outputs]
==> flow_results.xml <==
<?xml version="1.0" encoding="UTF-8"?>
<metrics>
  <group name="synthesis">
    <metric name="synth.ff_latch_count" unit="">41</metric>
    <metric name="synth.yosys.num_cells" unit="">257</metric>
    <metric name="synth.largest_area_cell" unit="">sky130_fd_sc_hd__dfrtn_1</metric>
    <metric name="syn-mean-instance-area" unit="um^2">9.58</metric>
    <metric name="flop_cell" unit="">sky130_fd_sc_hd__dfrtn_1</metric>
    <metric name="ys_chip_area" unit="um^2">2460</metric>
    <metric name="async_flop_share" unit="">1.00</metric>
    <metric name="yosys.stat.seqShare" unit="">0.418</metric>
    <metric name="synth.yosys.warnings" unit="">42</metric>
    <metric name="post_synth_main_area_contributors" unit="">sky130_fd_sc_hd__dfrtn_1 (24%), sky130_fd_sc_hd__dfrtp_1 (14%), sky130_fd_sc_hd__ha_1 (6.6%)</metric>
    <metric name="syn_area" unit="um^2">2460</metric>
    <metric name="yosys.cell_types.count" unit="">52</metric>
    <metric name="yosys.area.top_type_share" unit="">0.244</metric>
    <metric name="number_of_enable_type_register_cells_in_the_synthesized_netlist" unit="">0</metric>
    <metric name="postSynthCellCount" unit="">257</metric>
  </group>
  <group name="clock_network">
    <metric name="post_cts_buffers" unit="">3</metric>
    <metric name="clock_tree.buffer_depth" unit="">2</metric>
    <metric name="post_cts_repair_resize_count" unit="">28</metric>
    <metric name="numClockSinks" unit="">41</metric>
    <metric name="htreeDepth" unit="">2</metric>
    <metric name="hold_fix_buffer_count_after_cts" unit="">0</metric>
    <metric name="number_of_buffers_added_by_the_clock_tree_synthesis_step" unit="">5</metric>
    <metric name="root_cell_of_the_clock_tree" unit="">sky130_fd_sc_hd__clkbuf_8</metric>
  </group>
  <group name="run_status">
    <metric name="error_message" unit="">[error] [KeplerFormal.cpp:679] Workflow failed: Iso has multiple drivers: .DIO0, DIO$_DFFE_NN1P_.Q0</metric>
    <metric name="stop_stage" unit="">clock tree synthesis (4_1_cts)</metric>
    <metric name="outcome" unit="">aborted with a tool error</metric>
  </group>
  <group name="placement">
    <metric name="placement.setup.worst_slack" unit="ns">-0.851</metric>
    <metric name="place_area" unit="um^2">3110</metric>
    <metric name="dpl.hpwl" unit="um">4260</metric>
    <metric name="gp_congestion" unit="">0.861</metric>
    <metric name="port_buffers" unit="">5</metric>
  </group>
  <group name="die">
    <metric name="floorplan.rows" unit="">28</metric>
    <metric name="core_util_floorplan" unit="">0.416</metric>
    <metric name="die_width" unit="um">80.5</metric>
    <metric name="floorplan.io_pins" unit="">26</metric>
    <metric name="die-height" unit="um">80.5</metric>
  </group>
</metrics>
kinds of logic after synthesis:
group,synth area share
fa+ha+maj,0.0661
flops,0.418
simple gates,0.221
compound gates,0.158
xor+xnor,0.0452
buf+inv,0.0356
mux,0.0564
cells in the mapped netlist, types with 2 or more instances:
library cell                count
sky130_fd_sc_hd__o21ai_0       29
sky130_fd_sc_hd__nand3_1       25
sky130_fd_sc_hd__dfrtn_1       24
sky130_fd_sc_hd__nor2_1        23
sky130_fd_sc_hd__nand2_1       21
sky130_fd_sc_hd__dfrtp_1       14
sky130_fd_sc_hd__ha_1          13
sky130_fd_sc_hd__inv_1          9
sky130_fd_sc_hd__mux2_2         7
sky130_fd_sc_hd__nand2b_1       6
sky130_fd_sc_hd__nor4_1         6
sky130_fd_sc_hd__o2bb2ai_1      6
sky130_fd_sc_hd__xnor2_1        5
sky130_fd_sc_hd__a21oi_1        4
sky130_fd_sc_hd__buf_2          4
sky130_fd_sc_hd__mux2_4         4
sky130_fd_sc_hd__nor2_2         4
sky130_fd_sc_hd__xor2_1         4
sky130_fd_sc_hd__clkbuf_1       3
sky130_fd_sc_hd__dfstp_2        3
sky130_fd_sc_hd__nand3b_1       3
sky130_fd_sc_hd__nand4_1        3
sky130_fd_sc_hd__a221oi_1       2
sky130_fd_sc_hd__nor3_1         2
sky130_fd_sc_hd__nor3_2         2
sky130_fd_sc_hd__o221ai_1       2
sky130_fd_sc_hd__o22ai_1        2
sky130_fd_sc_hd__or3_1          2
sky130_fd_sc_hd__or4_1          2
metrics by stage:
stage	TNS, ns	instances	power, mW	utilization
global placement	-20.12	390	0.587	0.525
floorplan	-18.97	257	0.576	-
detailed placement	-20.54	390	0.597	0.525
Power figures rest on the tool's default switching activity, not on a simulated workload.
