==> flow/design.v <==
module dp_tem(
    input  wire clk,            
    input  wire rst,            
    input  wire [15:0] memory0, 
    output wire [15:0] tem_bin 
);
reg [47:0] shift1;        
reg [47:0] shift2;        
reg [47:0] shift3;        
always @(negedge clk or negedge rst) begin
    if (!rst) 
	begin       
        shift1 <= 48'd0;
        shift2 <= 48'd0;
        shift3 <= 48'd0;
    end 
	else 
	begin
		shift1 <= {16'b0000_0000_0000_0000, memory0} << 16;   
		shift2 <= (shift1 << 7) +    					      
				(shift1 << 5) +    
				(shift1 << 3) +    
				(shift1 << 2) +    
				(shift1 << 1) +    
				shift1;      
		if(shift2 == 48'd0)
			shift3 <= 48'd0;														
		else															 
			shift3 <= (shift2 >> 16)-{48'b0000_0000_0000_0000_0000_0000_0010_1101_0000_0000_0000_0000};  
    end                                                    
end
assign tem_bin = shift3[31:16]; 
endmodule
==> flow/run.sh <==
#!/bin/bash
# OpenROAD 26Q1-2900-gdf79404cd8, Yosys 0.63+post, stock flow scripts
make -C /OpenROAD-flow-scripts/flow DESIGN_CONFIG=/design/flow/config.mk WORK_HOME=/design/flow/orfs finish
==> flow/config.mk <==
export PLATFORM = sky130hd
export DESIGN_NAME = dp_tem
export DESIGN_NICKNAME = dp_tem
export VERILOG_FILES = /design/flow/design.v
export SDC_FILE = /design/flow/constraint.sdc
export NUM_CORES = 4
export LEC_CHECK = 1
export CORE_UTILIZATION = 30
==> flow/constraint.sdc <==
current_design dp_tem

set clk_period 7.1
set clk_io_pct 0.2

create_clock -name clk0 -period $clk_period [get_ports {clk}]

set non_clock_inputs [all_inputs -no_clocks]
set_input_delay [expr $clk_period * $clk_io_pct] -clock clk0 $non_clock_inputs
set_output_delay [expr $clk_period * $clk_io_pct] -clock clk0 [all_outputs]
==> impl_metrics.env <==
# flow metrics
export IMPL_grt_pass1_vias=2899
export IMPL_rows=43
export IMPL_synthFlopType="dfrtn_1"
export IMPL_status="completed"
export IMPL_area_growth_pct=15.1
export IMPL_cts_root_buffer_cell="clkbuf_16"
export IMPL_htreeDepth=2
export IMPL_drcViolationCount=0
export IMPL_finalWirelength_mm=7.29
export IMPL_detail_route_wl_per_cell_um=11.7
export IMPL_crit_chain="clkdlybuf4s50_1"
export IMPL_grt_overflow_total=0
export IMPL_dp_hpwl_mm=6.06
export IMPL_antenna_found_initial=0
export IMPL_synthesis_yosys_warnings=1
export IMPL_async_reset_ff_share_pct=100
export IMPL_lay_top_count="inv_1"
export IMPL_fp_util_pct=30.9
export IMPL_start_kind="register"
export IMPL_drive_above_1_share_pct=5.39
export IMPL_syn_cell_area_sq_um=4320
export IMPL_synth_edff_count=0
export IMPL_cts_sinks=54
export IMPL_cp_end_kind="output port"
export IMPL_ir_drop_mv=0.165
export IMPL_cts_setup_buffers=0
export IMPL_grt_use_total_pct=11.5
export IMPL_drt_iter0_drc=127
export IMPL_tool_warnings=26
export IMPL_placed_cells=617
export IMPL_syn_inst=413
export IMPL_core_area_sq_um=14000
export IMPL_yosys_area_sq_um=4320
export IMPL_crit_fanout=4
export IMPL_fin_cells=625
export IMPL_vias=2799
export IMPL_hold_path_class="reg -> reg"
export IMPL_crit_slowest_cell="clkdlybuf4s50_1"
export IMPL_portBuffers=33
export IMPL_crit_family="buffers and inverters"
export IMPL_tritoncts="yes"
export IMPL_max_slew_margin_pct=50.2
export IMPL_drt_antenna_violating_nets=0
export IMPL_ys_cells=413
export IMPL_ys_ff=54
export IMPL_cp_arrival_ns=4.77
export IMPL_maxCapViolations=0
export IMPL_dieHeight_um=122
export IMPL_fin_worst_skew_ns=0.00635
export IMPL_dieArea_sq_um=14900
export IMPL_viasPerCell=4.48
export IMPL_drt_first_pass_iters=4
export IMPL_grt_pass1_wl_mm=13.2
export IMPL_drv_slew=0
export IMPL_gp_congestion=0.865
export IMPL_clkLatencyLatePin_ns=0.31
export IMPL_slowest_delay_ns=0.47
export IMPL_clk_pin_slew_ns=0.05
export IMPL_lay_top_cells="inv_1, dfrtn_1, fa_1, ha_1, clkdlybuf4s50_1"
export IMPL_p_leak_uw=0.00242
export IMPL_path_class="reg -> out"
export IMPL_grt_max_degree=35
export IMPL_cp_num_buf_inv=1
export IMPL_finalSetupViolations=0
export IMPL_cts_inserted_buffers=5
export IMPL_tightestPinTransition_ns=0.747
export IMPL_die_w_um=122
export IMPL_ys_seq_share_pct=31.3
export IMPL_cts_resized=0
export IMPL_setup_tns_ns=0
export IMPL_rsz0062_at_grt="false"
export IMPL_required_ns=5.68
export IMPL_ctsHoldBuffers=0
export IMPL_avgSynthCellArea_sq_um=10.5
export IMPL_clk_path_buf_depth=2
export IMPL_yosys_cell_types_count=49
export IMPL_power_density_nw_per_um2=371
export IMPL_hold_viol=0
export IMPL_antenna_cells_inserted=0
export IMPL_io_pins=34
[final cells by class]
cell class / count / area [sq um]
fill: 1375 / 9010
multi-input combinational: 250 / 2540
sequential: 54 / 1350
inverter: 98 / 368
timing repair buffer: 35 / 340
tap: 180 / 225
clock buffer: 5 / 125
clock inverter: 3 / 23.8
[kinds of logic after synthesis]
group           after synthesis  synth area share (%)
compound gates               71                  10.7
xor+xnor                     19                  3.85
fa+ha+maj                    93                  36.1
buf+inv                     109                  9.93
flops                        54                  31.3
mux                           1                 0.232
simple gates                 66                  7.90
[path summary, 6_finish.rpt]
path / startpoint / end / slack, ns / cells past startpoint
min in group asynchronous: rst / shift1[23]$_DFF_NN0_ / 4.60 / 1
worst min-delay path: shift2[32]$_DFF_NN0_ / shift3[16]$_DFF_NN0_ / 0.38 / 1
worst max-delay path: shift3[30]$_DFF_NN0_ / tem_bin[13] / 0.91 / 1
max in group asynchronous: rst / shift2[35]$_DFF_NN0_ / 1.81 / 2
worst min register to register: shift2[32]$_DFF_NN0_ / shift3[16]$_DFF_NN0_ / 0.38 / 1
worst max register to register: shift1[19]$_DFF_NN0_ / shift2[40]$_DFF_NN0_ / 2.99 / 13
[power by group]
part	switching (uW)	leakage [uW]	internal, uW
Clock	120	0.0000664	132
Combinational	617	0.00172	503
Sequential	44.9	0.000639	431
Total	782	0.00242	1070
[state kept, by name, summed over array words and instances, names as in the netlist]
name    flops
shift3     13
shift1     16
shift2     25
[synth_stat cells, types with 2 or more instances]
| master | instances | area share, % |
|---|---|---|
| inv_1 | 98 | 8.5 |
| dfrtn_1 | 54 | 31 |
| fa_1 | 53 | 25 |
| ha_1 | 40 | 12 |
| a21oi_1 | 22 | 2.5 |
| nand2_1 | 19 | 1.7 |
| o21ai_0 | 19 | 2.2 |
| nor2_1 | 14 | 1.2 |
| xnor2_1 | 11 | 2.2 |
| xor2_1 | 8 | 1.6 |
| clkbuf_1 | 6 | 0.52 |
| nor3_1 | 6 | 0.69 |
| a21o_1 | 4 | 0.69 |
| and3_1 | 4 | 0.58 |
| nand4_1 | 4 | 0.58 |
| a211oi_1 | 3 | 0.52 |
| a31oi_1 | 3 | 0.43 |
| buf_4 | 3 | 0.52 |
| nor2b_1 | 3 | 0.43 |
| nor4_1 | 3 | 0.43 |
| a21oi_2 | 2 | 0.41 |
| a221oi_1 | 2 | 0.41 |
| a31o_2 | 2 | 0.41 |
| nand3_1 | 2 | 0.23 |
| nor3b_1 | 2 | 0.35 |
| o211ai_1 | 2 | 0.35 |
| or3_1 | 2 | 0.29 |
[metal layers]
metal	GRT usage (%)	vias to the layer above	part of all wire (%)	routed length (um)
li1	-	1382	-	-
met4	1.62	0	1.7	126
met3	2.19	10	4.1	302
met1	17.1	1350	47	3430
met5	0	-	0	0
met2	18.3	57	47	3430
[per-stage QoR]
| step | hold slack, ns | area, sq um | worst slack, ns | total power [uW] | util (%) |
|---|---|---|---|---|---|
| 3_5_place_dp | 0.379 | 4830 | 1.24 | 1600 | 34.5 |
| 2_1_floorplan | 0.355 | 4320 | 1.64 | 1330 | - |
| 6_report | 0.378 | 4970 | 0.913 | 1850 | 35.6 |
| 4_1_cts | 0.382 | 4970 | 0.902 | 1870 | 35.6 |
| 3_3_place_gp | 0.389 | 4830 | 1.25 | 1600 | 34.5 |
| 5_1_grt | 0.410 | 4970 | 0.835 | 2050 | 35.6 |
No activity file was given, so power comes from the tool's default toggle rates.
